### design/flow/design.v
module decoderN #(parameter N=8) (input logic[N-1:0]a,output logic [2**N-1:0]y);
always_comb
begin 
    y=0;
    y[a]=1;
end
endmodule
### design/flow/run.sh
#!/bin/bash
# OpenROAD 26Q1-2900-gdf79404cd8, Yosys 0.63+post, stock flow scripts
make -C /OpenROAD-flow-scripts/flow DESIGN_CONFIG=/design/flow/config.mk WORK_HOME=/design/flow/orfs finish
### design/flow/config.mk
export PLATFORM = sky130hd
export DESIGN_NAME = decoderN
export DESIGN_NICKNAME = decoderN
export VERILOG_FILES = /design/flow/design.v
export SDC_FILE = /design/flow/constraint.sdc
export NUM_CORES = 4
export LEC_CHECK = 1
export CORE_AREA = 10 10 154 154
export DIE_AREA = 0 0 164 164
### design/flow/constraint.sdc
current_design decoderN

set clk_period 13.5
set clk_io_pct 0.2

create_clock -name clk0 -period $clk_period

set non_clock_inputs [all_inputs -no_clocks]
set_input_delay [expr $clk_period * $clk_io_pct] -clock clk0 $non_clock_inputs
set_output_delay [expr $clk_period * $clk_io_pct] -clock clk0 [all_outputs]
==> run notes <==
Physical implementation status

The flow ran to the end, and the final reports show no timing, DRC or antenna violations. The design has 0 sequential cells. The initial antenna violation count stands at 0. By instance count, the cell type seen most on the critical path is sky130_fd_sc_hd__clkdlybuf4s50_1. Per STA, the highest per-stage delay on the worst path measures 700 ps. Registers are responsible for 0% of the overall power.

The script logs the mean routed wire length per placed instance as 21.7 µm. The slowest stage of the critical path belongs to the cell sky130_fd_sc_hd__clkdlybuf4s50_1. The number of cells in the yosys synthesis report stands at approximately 430.

By startpoint and endpoint, the worst setup path is classified as input pin to output pin. The number of antenna diodes stands at 0. The area fraction of the largest cell type after synthesis is 29.6%. Compared with the post-synthesis result, the final layout area differs by 125%. After layout, the minimum clock period comes to 9120 ps.

Yosys reports the multiplexer fraction of the synthesized area as 0%. Looking at the power breakdown, the clock network takes 0% of the total. The area fraction in and, or, nand and nor cells stands at 65.7%.

The die width stands at 164 µm. Of all nets on the critical path, the largest fanout is 19. The pre-antenna-repair detailed-routing pass consisted of 5 iterations. The area reported by Yosys stat stands at around 2300 µm².

The final number of hold-violating endpoints stands at 0. The total routing usage reported by global routing stands at 13.5%. The cell-internal power stands at 21.2 µW. The number of warnings in the stage logs stands at 35. Nets still carrying antenna violations after routing amount to 0. According to the timing report, the critical path is launched from a[1].

Yosys attributes the largest share of cell area to sky130_fd_sc_hd__nor3_1, sky130_fd_sc_hd__nor2_1, sky130_fd_sc_hd__buf_2. After routing, the total negative slack on setup checks comes to 0 ps. Looking at the VDD voltage map, the peak drop is 0.0160 mV.

The leakage power summed over all cells stands at 1.43 nW. Looking at hold timing, the worst path starts from a[4]. The worst setup path is launched from an input pin. The transition at the pin with the smallest max-transition slack stands at 929 ps. The number of clock buffers in the layout stands at 0. The number of top-level design ports stands at 264.

The area taken by flip-flops and latches stands at 0 µm². From the final report, the count of setup violators was given as 0. The data required time at the worst endpoint stands at 10800 ps. In this run the mean area of a mapped cell was roughly 5.4 µm². In this run, distinct cell masters in the synthesized netlist total between 50 and 60.

The number of buffers and inverters on the critical path stands at 4. The layout summary lists the proportion of cells stronger than drive strength 1 as 9.70%. The number of vias per cell after detailed routing stands at 4.44. Dividing total power by cell area gives a power density of 14.7 nW/µm². By count the netlist is led by sky130_fd_sc_hd__nor3_1, sky130_fd_sc_hd__nor2_1, sky130_fd_sc_hd__clkbuf_1. The part of the Yosys area used for sequential elements stands at 0%. The cell area after synthesis stands at 2310 µm².

The die boundary height stands at about 160 µm. Measured against its own limit, the worst slew margin works out to 37.9%. Summing the areas of all compound-gate instances in the mapped netlist gives 17.0% of the synthesized area.

For this run, the number of Yosys warnings is 1. Per the detail_route report, DRC violations left total 0. The post-synthesis cell count stands at 430. The highest achievable clock rate stands at 110 MHz. The count of buffers added on input and output ports is about 260. After synthesis, the largest family of logic cells by area is simple AND/OR/NAND/NOR gates. The largest total area in the synthesized netlist belongs to sky130_fd_sc_hd__nor3_1. Among all cell types in the netlist, the one instantiated most often is sky130_fd_sc_hd__nor3_1. Entering global routing, the biggest net connects 65 pins. In this run switching power makes up just over 70% of total power.

The half-perimeter wire length after placement stands at 14900 µm. After floorplanning, the core was sized to cover between 20000 and 25000 µm². Grouping stages by cell kind, the critical path spends the most delay in buffers and inverters. Combinational cells account for 100.0% of the total power. The total of max-cap violations stands at 0. Buffers inserted to repair hold after CTS numbered 0. The global-route wire length before repair stands at 27000 µm. OpenROAD reports that the post-layout worst path occupies between 60% and 70% of the period. Per the synthesis report, the adder-cell share of the synthesized area is ~2.2%. In this run the post-CTS setup repair buffer count came out at 0.

The number of slew-limit violations in the final report stands at 0. The number of DRC violations after detailed-routing iteration 0 stands at 271. The endpoint arrival time on the critical path stands at 6420 ps. The signal on the critical path passes through clkdlybuf4s50_1 -> inv_1 -> ha_1 -> nor4b_1 -> a22oi_1 -> buf_4 -> nand2b_1 -> nor3_1 -> clkdlybuf4s50_1. The total of cells resized after clock tree synthesis stands at 0. The site row count stands at 52. The placement summary gives the final routability congestion estimate as 0.889. The filler cell count in the final layout stands at 2246.

The via count of the first global-routing pass came to 3887. The count of vias placed by the detailed router stands at slightly above 4000. Setup repair after global routing left no endpoint under its margin. The floorplan-stage core utilization stands at 11.4%.

The net switching power of the design stands at 55.4 µW. The parity-gate share of the synthesized area counting xor and xnor cells stands at 0.757%. After detailed routing, the total wire length is 20200 µm. STA classifies the critical path endpoint as an output pin. The min-delay analysis places its worst path in the category input pin to output pin. The chip area stands at 26900 µm². The utilization after layout stands at about a quarter.

The total global routing overflow stands at 0.
[area by class of cell]
type	count	area (µm²)	area share, %
well taps	270	338	6.49
inverters	5	18.8	0.360
repair buffers	288	2820	54.2
multi-input cells	367	2030	38.9
[metal layers]
layer	global-route usage, %	up-vias	part of all wire [%]
li1	-	1959	-
met1	16.6	1890	41
met2	24.0	260	48
met3	2.77	20	10
met4	2.27	0	1.6
met5	0	-	0
[stage by stage]
stage | hold slack, ps | power [mW] | area, µm² | worst slack (ps) | std cells
floorplan | 5570 | 0.0474 | 2310 | 6260 | 430
global placement | 6920 | 0.0768 | 5210 | 4390 | 930
detailed placement | 6910 | 0.0767 | 5210 | 4390 | 930
CTS | 6920 | 0.0768 | 5210 | 4360 | 930
global route | 7020 | 0.0821 | 5210 | 4030 | 930
finish | 6940 | 0.0766 | 5210 | 4380 | 930
[power by group through the flow]
stage	logic [mW]	registers (mW)	clock network [mW]
CTS	0.0768	0	0
finish	0.0766	0	0
global route	0.0821	0	0
[cells in the final DEF, fill, tap and decap left out, types with 3 or more instances in the layout]
| master | count |
|---|---|
| sky130_fd_sc_hd__buf_4 | 24 |
| sky130_fd_sc_hd__o21ai_0 | 3 |
| sky130_fd_sc_hd__o32ai_1 | 3 |
| sky130_fd_sc_hd__nor3b_1 | 3 |
| sky130_fd_sc_hd__nand2_1 | 12 |
| sky130_fd_sc_hd__o22ai_2 | 3 |
| sky130_fd_sc_hd__nor2_1 | 119 |
| sky130_fd_sc_hd__inv_1 | 5 |
| sky130_fd_sc_hd__o22ai_1 | 3 |
| sky130_fd_sc_hd__o21ai_2 | 7 |
| sky130_fd_sc_hd__a21oi_1 | 4 |
| sky130_fd_sc_hd__and3_1 | 3 |
| sky130_fd_sc_hd__nor3_1 | 137 |
| sky130_fd_sc_hd__nor2_2 | 14 |
| sky130_fd_sc_hd__a22oi_1 | 4 |
| sky130_fd_sc_hd__or3_1 | 6 |
| sky130_fd_sc_hd__clkdlybuf4s50_1 | 264 |
| sky130_fd_sc_hd__ha_1 | 4 |
[logic make-up (layout without fill, tap and decap cells)]
group	Yosys count	after routing
simple gates	316	316
buf+inv	63	293
compound gates	45	45
fa+ha+maj	4	4
xor+xnor	2	2
[final timing paths]
path | to | slack (ps) | depth (start not counted)
worst max-delay path | y[192] | 4380 | 9
worst min-delay path | y[0] | 6940 | 5
No activity file was given, so power comes from the tool's default toggle rates.
