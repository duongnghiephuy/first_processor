$ cat /design/flow/config.mk
export PLATFORM = sky130hd
export DESIGN_NAME = gates
export DESIGN_NICKNAME = gates
export VERILOG_FILES = /design/flow/design.v
export SDC_FILE = /design/flow/constraint.sdc
export NUM_CORES = 4
export LEC_CHECK = 1
export CORE_AREA = 10 10 70 70
export DIE_AREA = 0 0 80 80
$ cat /design/flow/design.v
module gates(input logic [3:0]a,b,output logic [3:0]y1,y2,y3,y4,y5);
assign y1=a&b;
assign y2=a|b;
assign y3=a^b;
assign y4=~(a&b);
assign y5=~(a|b);
endmodule
$ cat /design/flow/constraint.sdc
current_design gates

set clk_period 1.0
set clk_io_pct 0.2

create_clock -name clk0 -period $clk_period

set non_clock_inputs [all_inputs -no_clocks]
set_input_delay [expr $clk_period * $clk_io_pct] -clock clk0 $non_clock_inputs
set_output_delay [expr $clk_period * $clk_io_pct] -clock clk0 [all_outputs]
$ cat /design/flow/run.sh
#!/bin/bash
# OpenROAD 26Q1-2900-gdf79404cd8, Yosys 0.63+post, stock flow scripts
make -C /OpenROAD-flow-scripts/flow DESIGN_CONFIG=/design/flow/config.mk WORK_HOME=/design/flow/orfs finish
==> CHANGELOG.md <==
## Flow update

- Fraction of final layout cells with drive strength greater than 1: 0.644
- GR Layer Usage met1: 0.0343
- Worst slew margin relative to its limit: 0.953
- Synthesized chip area reported by yosys: 260 µm²
- Start-to-end type of the worst setup path: in -> out
- Final tally of hold violations: 0
- Final design instance area without fill: 741 µm²
- Number of distinct library cell variants in the gate-level netlist after synthesis: 2
- Pwr Density: 274 mW/mm²
- Chip Footprint: 0.00640 mm²
- Global routing met2 resource utilization: 0.0433
- Top cell type's share of synthesized area: 0.769
- Most congested layer reported by global routing: met2
- Drc violations: 0
- Largest fanout on the critical path: 3
- Layout overhead on the synthesized area: 185%
- Maximum number of pins on one net before global-route repair: 4
- Endpoint of the most critical setup path: y5[2]
- Count of antenna-violating nets left after detailed routing: 0
- Number of failing setup endpoints in the final timing report: 0
- Tally of clock buffers in the finished layout: 0
- Overflow after GRT: 0
- Area of the core: 0.00342 mm²
- CP Launch Point: a[2]
- Drt first-iter violations: 2
- Starting density of the core: 0.0762
- Flip-flop and latch area: 0 µm²
- Arrival time of data at the critical path endpoint: 0.77 ns
- Instance tally after logic synthesis: 32
- Worst hold margin: 0.751 ns
- Overall die height: 80 µm
- DR pass1 iterations: 2
- Startpoint kind of the worst setup timing path: primary input
- Diodes inserted: 0
- Min Clock Period, post-route: 0.974 ns
- Part of the Yosys area used for sequential elements: 0
- CP Capture Type: output port
- Least-Margin Pin Slew: 0.0708 ns
- Overall fraction of global-route tracks in use: 0.0270
- Yosys cell count: 32
- HP Class: in -> out
- Ranking of synthesized cells by area: sky130_fd_sc_hd__ha_1, sky130_fd_sc_hd__inv_1
- DR vias/cell: 2.69
- Outcome: finished, final reports clean
- RSZ-0062 raised after global routing: false
- Critical Path RT: 0.80 ns
- Number of OpenROAD warnings: 44
- Instance area after placement: 688 µm²
- Count of sequential standard cells: 0
- Reported max-cap violation count: 0
- GPL Wtd Cong: 0.689
- Setup tns final: 0 ns
- Syn_area_per_cell: 8.13 µm²
- Estimated wirelength of the detail-placed design: 823 µm
- Width of the die: 80 µm
- Mapped Area: 260 µm²
- Number of warnings printed during yosys synthesis: 0
- Number of placement rows: 21
- Achievable frequency: 1030 MHz
- Final Total Pwr: 0.203 mW
- Cell taking the most area after synthesis: sky130_fd_sc_hd__ha_1
- Cell total after placement: 118
- Static leakage power: 0.379 nW
- Detailed-route wire length: 911 µm
- Most frequent cells after synthesis: sky130_fd_sc_hd__ha_1, sky130_fd_sc_hd__inv_1
- WL per Instance: 7.66 µm
- Via Count: 320
- Via count of the first global-routing pass: 340
- Number of antenna violations at the first check in global routing: 0
- Final Cycle Share: 0.974
- Number of buffer cells added on primary ports: 28
- Num ports: 28
- Global-route wire length before repair: 1.53 mm
- Number of non-filler instances in the completed layout: 119
- Met3 Track Usage GR: 0.0125
- Slew Limit Fails: 0
- Worst IR drop on VDD: 82.6 µV
==> kinds of logic after synthesis <==
kind of cell / share of synthesized area
buffers and inverters: 0.231
adder cells (fa/ha/maj): 0.769
==> layout by cell type (no fill, tap or decap) <==
cell	n
sky130_fd_sc_hd__buf_2	4
sky130_fd_sc_hd__ha_1	7
sky130_fd_sc_hd__buf_6	14
sky130_fd_sc_hd__ha_4	4
sky130_fd_sc_hd__ha_2	5
sky130_fd_sc_hd__dlygate4sd2_1	6
sky130_fd_sc_hd__inv_1	8
sky130_fd_sc_hd__clkbuf_2	4
sky130_fd_sc_hd__buf_4	8
sky130_fd_sc_hd__clkdlybuf4s15_1	5
sky130_fd_sc_hd__inv_2	8
==> through the flow <==
stage               setup slack [ns]  utilization
floorplan                      0.321            -
global placement              -0.695        0.201
detailed placement            -0.709        0.201
CTS                          0.00167        0.218
global route                 0.00207        0.217
finish                        0.0264        0.217
==> where the power goes <==
part / total (mW) / internal [mW] / switching (mW)
Combinational: 0.203 / 0.136 / 0.0669
Clock: 0 / 0 / 0
Sequential: 0 / 0 / 0
Total: 0.203 / 0.136 / 0.0669
==> worst max-delay path: stages <==
cell and delay, ns:
sky130_fd_sc_hd__buf_6 0.08, sky130_fd_sc_hd__inv_2 0.03, sky130_fd_sc_hd__buf_4 0.11, sky130_fd_sc_hd__ha_1 0.17
sky130_fd_sc_hd__clkdlybuf4s15_1 0.17
==> worst min-delay path by stage <==
stage / start / to / slack, ns / cells after the start
6_report: b[0] / y3[0] / 0.75 / 4
5_1_grt: b[2] / y4[2] / 0.79 / 4
4_1_cts: b[0] / y3[0] / 0.76 / 4
==> layer usage <==
layer | wire, µm | vias up
met1 | 331 | 140
met4 | 0 | 0
met2 | 458 | 12
met3 | 121 | 0
li1 | - | 168
met5 | 0 | -
==> final cells by class <==
cell class / instances / area [µm²]
fillers: 391 / 2680
inverters: 16 / 60.1
multi-input cells: 16 / 263
well taps: 46 / 57.6
repair buffers: 41 / 360
==> what timing repair did <==
item | CTS | global route
endpoints found under the setup margin | 20 | 7
hold buffers | 0 | 0
setup buffers | 6 | 0
gates cloned | 0 | 0
gates resized | 101 | 8
pin swaps | 1 | 0
Power and IR drop assume default switching activity.
