==> /design/flow/design.v <==
module counter #(parameter N=8) (input logic clk,rst,output logic [N-1:0]q);
always_ff@(posedge clk, posedge rst)
if(rst) q<=0;
else q<=q+1;
endmodule
==> /design/flow/run.sh <==
#!/bin/bash
# OpenROAD 26Q1-2900-gdf79404cd8, Yosys 0.63+post, stock flow scripts
make -C /OpenROAD-flow-scripts/flow DESIGN_CONFIG=/design/flow/config.mk WORK_HOME=/design/flow/orfs finish
==> /design/flow/config.mk <==
export PLATFORM = sky130hd
export DESIGN_NAME = counter
export DESIGN_NICKNAME = counter
export VERILOG_FILES = /design/flow/design.v
export SDC_FILE = /design/flow/constraint.sdc
export NUM_CORES = 4
export LEC_CHECK = 1
export CORE_AREA = 10 10 70 70
export DIE_AREA = 0 0 80 80
==> /design/flow/constraint.sdc <==
current_design counter

set clk_period 2.1
set clk_io_pct 0.2

create_clock -name clk0 -period $clk_period [get_ports {clk}]

set non_clock_inputs [all_inputs -no_clocks]
set_input_delay [expr $clk_period * $clk_io_pct] -clock clk0 $non_clock_inputs
set_output_delay [expr $clk_period * $clk_io_pct] -clock clk0 [all_outputs]
==> insert_results.sql <==
-- load yosys + openroad results
INSERT INTO impl_metrics (metric_group, metric, value, unit) VALUES
('finish', 'regArea', '200', 'µm²'),
('timing', 'finalCriticalPeriod', '1.61', 'ns'),
('global_routing', 'gr-total-overflow', '0', ''),
('finish', 'logic_area', '113', 'µm²'),
('timing', 'finalSetupViolCount', '0', ''),
('logic_synthesis', 'synthesis.instances', '25', ''),
('logic_synthesis', 'syn-mean-instance-area', '12.8', 'µm²'),
('finish', 'biggestRegsByFlops', 'q: 8 flops', ''),
('placed_design', 'detailed_place_hpwl', '597', 'µm'),
('global_routing', 'first_global_vias', '233', ''),
('worst_setup_path', 'critical_path_buf_inv_count', '1', ''),
('floorplanning', 'die.size.y', '80', 'µm'),
('power', 'cell_leakage_power', '0.202', 'nW'),
('worst_setup_path', 'cpMaxStageDelayCell', 'sky130_fd_sc_hd__clkdlybuf4s50_1', ''),
('clock_network', 'cts_repair_resize_count', '0', ''),
('logic_synthesis', 'synth_warnings', '1', ''),
('timing', 'clock.fmax', '621', 'MHz'),
('timing', 'worstMarginPinSlew', '0.305', 'ns'),
('worst_setup_path', 'critical_path.cell_chain', 'clkdlybuf4s50_1', ''),
('worst_setup_path', 'crit_family', 'buffers and inverters', ''),
('logic_synthesis', 'post_synthesis_chip_area_from_yosys', '320', 'µm²'),
('global_routing', 'grtUsageTotal', '2.45', '%'),
('clock_network', 'clk_path_buf_depth', '2', ''),
('clock_network', 'post_cts_buffers', '0', ''),
('timing', 'maxSlewViolCount', '0', ''),
('clock_network', 'htreeDepth', '1', ''),
('finish', 'final_layout_size_suffix_gt1_share', '13.5', '%'),
('worst_setup_path', 'critical-path-max-stage-delay', '0.50', 'ns'),
('run_status', 'result_of_the_run', 'complete, no violations', ''),
('finish', 'synthToLayoutAreaGrowth', '53.1', '%'),
('logic_synthesis', 'synth-seq-cells', '8', ''),
('timing', 'rsz_0062_raised_after_global_routing', 'no', ''),
('floorplanning', 'top_level_ports', '10', ''),
('drt', 'drc', '0', ''),
('placed_design', 'quantity_of_i_o_buffers_inserted_on_ports', '9', ''),
('timing', 'slew_headroom', '79.7', '%'),
('worst_setup_path', 'worst_setup_path_end_kind', 'output pin', ''),
('logic_synthesis', 'synth_stat.cells', '25', ''),
('clock_network', 'tritoncts.num_buffers', '3', ''),
('timing', 'finalCritPeriodShare', '76.7', '%'),
('placed_design', 'gp_congestion', '0.662', ''),
('worst_setup_path', 'worst-endpoint-arrival', '1.19', 'ns'),
('placed_design', 'place_worst_setup_slack', '0.738', 'ns'),
('drt', 'antenna_violating_nets_post_route', '0', ''),
('global_routing', 'antenna_found_initial', '0', ''),
('timing', 'fin_tns_setup', '0', 'ns'),
('power', 'p_per_area', '557', 'nW/µm²'),
('finish', 'top_register', 'q', ''),
('drt', 'diodes', '0', ''),
('clock_network', 'cts.reportedPaths.clkPinSlew', '0.05', 'ns'),
('logic_synthesis', 'synth.yosys.seq_area_share', '62.5', '%'),
('clock_network', 'tritoncts_clock_tree', 'yes', ''),
('drt', 'drt_first_iter_violations', '2', ''),
('global_routing', 'grt_first_pass_wirelength', '1200', 'µm'),
('drt', 'detail_route.wl_per_cell', '8.75', 'µm'),
('clock_network', 'clock_insertion_delay_worst_skew', '0.25', 'ns'),
('finish', 'fill_cells', '398', ''),
('timing', 'setup_clock_skew_after_layout', '0.00358', 'ns'),
('timing', 'report.final.hold_viol_count', '0', ''),
('worst_setup_path', 'crit_path_start_kind', 'flop', ''),
('clock_network', 'hold_bufs_inserted_after_cts', '0', ''),
('drt', 'detail_route.wirelength', '726', 'µm'),
('worst_setup_path', 'crit_required', '1.68', 'ns'),
('clock_network', 'cts_root_buffer', 'sky130_fd_sc_hd__clkbuf_4', ''),
('logic_synthesis', 'synth_cell_type_count', '11', ''),
('timing', 'fin_ws', '0.490', 'ns'),
('finish', 'largest_reg_flops', '8', ''),
('clock_network', 'cts_num_sinks', '8', ''),
('floorplanning', 'core_region_area', '3420', 'µm²'),
('floorplanning', 'floorplan.die_area', '6400', 'µm²'),
('logic_synthesis', 'post_synth_instance_area', '320', 'µm²'),
('global_routing', 'pin_count_of_the_biggest_net_entering_global_routing', '9', ''),
('worst_setup_path', 'critPathMaxFanout', '5', ''),
('worst_hold_path', 'holdCritPathClass', 'in -> async', ''),
('run', 'warnings', '25', ''),
('drt', 'route.detailed.vias_per_inst', '2.55', ''),
('floorplanning', 'num_rows', '21', ''),
('power', 'max-vdd-ir-drop', '200', 'µV'),
('run', 'drv_cap', '0', ''),
('floorplanning', 'floorplan.core_util', '9.38', '%'),
('drt', 'drt_pass1_iterations', '2', ''),
('floorplanning', 'die_w', '80', 'µm'),
('worst_setup_path', 'crit_type', 'reg -> out', ''),
('drt', 'vias', '212', '');
final cells by class:
type,count,area share [%]
sequential,8,40.8
multi-input combinational,15,23.0
timing repair buffer,9,18.4
tap,46,11.7
clock buffer,3,4.59
inverter,2,1.53
layer usage:
layer | up-vias | track usage (%) | part of all wire [%] | wire length, µm
met3 | 0 | 1.14 | 5.4 | 39
met5 | - | 0 | 0 | 0
li1 | 104 | - | - | -
met1 | 101 | 3.12 | 51 | 367
met4 | 0 | 0.528 | 0 | 0
met2 | 7 | 3.69 | 44 | 318
path summary, 6_finish.rpt:
check                      endpoint  from  cells after the start  slack (ns)
max in group asynchronous      q[0]   rst                      2        1.45
min reg2reg                    q[7]  q[7]                      1        0.47
max reg2reg                    q[7]  q[2]                      3        1.07
max                            q[2]  q[2]                      1        0.49
min in group clk0              q[7]  q[7]                      1        0.47
min                            q[7]   rst                      2        0.42
Yosys cell counts:
| library cell | number | area share [%] |
|---|---|---|
| sky130_fd_sc_hd__xor2_1 | 3 | 8.2 |
| sky130_fd_sc_hd__and3_1 | 1 | 2.0 |
| sky130_fd_sc_hd__nand3_2 | 1 | 3.1 |
| sky130_fd_sc_hd__nor2_1 | 1 | 1.2 |
| sky130_fd_sc_hd__nor3_2 | 1 | 3.1 |
| sky130_fd_sc_hd__nand3_1 | 2 | 3.1 |
| sky130_fd_sc_hd__xnor2_1 | 3 | 8.2 |
| sky130_fd_sc_hd__nand2_1 | 2 | 2.3 |
| sky130_fd_sc_hd__dfrtp_1 | 8 | 62 |
| sky130_fd_sc_hd__inv_1 | 2 | 2.3 |
| sky130_fd_sc_hd__ha_1 | 1 | 3.9 |
cells in the final DEF (no fill, tap or decap), drive strengths merged:
cell | netlist | layout
dfrtp | 8 | 8
inv | 2 | 2
ha | 1 | 1
clkbuf | 0 | 3
xnor2 | 3 | 3
xor2 | 3 | 3
nand2 | 2 | 2
clkdlybuf4s50 | 0 | 9
nor2 | 1 | 1
nand3 | 3 | 3
nor3 | 1 | 1
and3 | 1 | 1
power by group:
part           internal (mW)  switching, mW
combinational        0.00174        0.00309
sequential             0.154              0
clock                 0.0652         0.0489
through the flow:
stage	total power, mW	instances	instance area [µm²]	utilization, %	hold slack (ns)
after CTS	0.280	83	490	14.4	0.434
after floorplan	0.159	25	320	-	0.236
after global routing	0.287	83	490	14.4	0.449
final	0.273	83	490	14.4	0.419
after global placement	0.162	80	468	13.7	0.483
after detailed placement	0.162	80	468	13.7	0.468
kinds of logic after synthesis:
| kind of cell | count (synthesis) | synth area share [%] |
|---|---|---|
| AND/OR/NAND/NOR | 8 | 14.8 |
| flip-flops | 8 | 62.5 |
| buffers and inverters | 2 | 2.34 |
| XOR/XNOR | 6 | 16.4 |
| adder cells (fa/ha/maj) | 1 | 3.91 |
Power figures rest on the tool's default switching activity, not on a simulated workload.
